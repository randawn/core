==> design/flow/design.v <==
module mem(
    input rst_,
    input [4:0] mem_i_waddr,
    input mem_i_wreg,
    input [31:0] mem_i_wdata,
    input mem_i_we_hilo,
    input [31:0] mem_i_wdata_hi,
    input [31:0] mem_i_wdata_lo,
    output reg mem_o_wreg,
    output reg [4:0] mem_o_waddr,
    output reg [31:0] mem_o_wdata,
    output reg mem_o_we_hilo,
    output reg [31:0] mem_o_wdata_hi,
    output reg [31:0] mem_o_wdata_lo
);
always @* begin
    mem_o_waddr = !rst_ ? 'b0 : mem_i_waddr;
    mem_o_wreg = !rst_ ? 'b0 : mem_i_wreg;
    mem_o_wdata = !rst_ ? 'b0 : mem_i_wdata;
    mem_o_we_hilo = !rst_ ? 'b0 : mem_i_we_hilo;
    mem_o_wdata_hi = !rst_ ? 'b0 : mem_i_wdata_hi;
    mem_o_wdata_lo = !rst_ ? 'b0 : mem_i_wdata_lo;
end
endmodule
==> design/flow/run.sh <==
#!/bin/bash
# OpenROAD 26Q1-2900-gdf79404cd8, Yosys 0.63+post, stock flow scripts
make -C /OpenROAD-flow-scripts/flow DESIGN_CONFIG=/design/flow/config.mk WORK_HOME=/design/flow/orfs finish
==> design/flow/config.mk <==
export PLATFORM = sky130hd
export DESIGN_NAME = mem
export DESIGN_NICKNAME = mem
export VERILOG_FILES = /design/flow/design.v
export SDC_FILE = /design/flow/constraint.sdc
export NUM_CORES = 4
export LEC_CHECK = 1
export CORE_AREA = 10 10 88 88
export DIE_AREA = 0 0 98 98
==> design/flow/constraint.sdc <==
current_design mem

set clk_period 1.0
set clk_io_pct 0.2

create_clock -name clk0 -period $clk_period

set non_clock_inputs [all_inputs -no_clocks]
set_input_delay [expr $clk_period * $clk_io_pct] -clock clk0 $non_clock_inputs
set_output_delay [expr $clk_period * $clk_io_pct] -clock clk0 [all_outputs]
==> results_dict.tcl <==
# implementation run metrics
set metrics [dict create \
    timing.final.max_slew_violations 0 \
    hold_violations 0 \
    p_comb_share_pct 100.0 \
    period_used_pct 112.8 \
    critical_path_class "in2out" \
    cp_max_fo 8 \
    required_ns 0.80 \
    place.port_buffers 207 \
    tns_ns -5.999 \
    syn_to_final_growth_pct 299.7 \
    syn_inst 114 \
    ys_sh_adder_pct 0 \
    hold_class "in2out" \
    worstHoldStart "mem_i_wdata_lo[15]" \
    warning_count 34 \
    ys_cells 114 \
    fin_util_pct 50.59 \
    logic_family "simple AND/OR/NAND/NOR gates" \
    fmax_mhz 886.4 \
    track_usage_pct 13.40 \
    finalInstanceArea_um2 2995 \
    grt_pass1_vias 1648 \
    die_x_um 98 \
    holdWs_ns 0.6806 \
    n_fill_cell 594 \
    final_common_cell "dlygate4sd2_1" \
    share_seq_of_total_power_pct 0 \
    vdd.ir_drop.worst_mv 0.1545 \
    placedCellCount 387 \
    critical_path_arrival_ns 0.93 \
    ys_sh_mux_pct 0 \
    compound_area_share_pct 0 \
    yosysWarnings 1 \
    dr_total_vias 1520 \
    finalWirelength_um 7004 \
    finalSetupViolations 90 \
    p_clk_share_pct 0 \
    routabilityCongestion 0.7781 \
    layout-drive-gt1-share_pct 55.45 \
    p_int_uw 781.7 \
    fp_util_pct 12.66 \
    nClkBuffers 0 \
    hold_buffers 0 \
    syn_avg_cell_area_um2 6.574 \
    synth_cell_types 3 \
    power_density_nw_per_um2 345.9 \
    p_sw_uw 254.5 \
    row_count 28 \
    violations "setup timing" \
    drc 0 \
    grt_pass1_wl_um 10350 \
    max_cap_viol_count 0 \
    worst_pin_slew_ns 0.08591 \
    rsz0062_at_grt "true" \
    postRouteAntennaNets 0 \
    lay_top_cells "dlygate4sd2_1 (87), and2_4 (60), buf_2 (56)" \
    die_h_um 98 \
    grt_max_degree 23 \
    dp_hpwl_um 5475 \
    slew_headroom_pct 94.27 \
    dr.pass1.iters 3 \
    core-area_um2 5921 \
    end_kind "output pin" \
    cp-startpoint "rst_" \
    postPlaceCellArea_um2 2845 \
    seq_area_um2 0 \
    wl_per_cell_um 17.25 \
    io_pins 207 \
    ys_sh_xor_pct 0 \
    yosysSeqAreaShare_pct 0 \
    simple_gate_share_pct 85.98 \
    overflow 0 \
    viasPerCell 3.744 \
    syn_area_um2 749.5 \
    final-instance-count-excl-fill 406 \
    leakagePower_nw 1.747 \
    setup_slack_ns -0.1281 \
    finalCriticalPeriod_ns 1.128 \
    antenna_found_initial 1 \
    seq_cells 0 \
    die-area_um2 9604 \
    yosys_area_um2 749.5 \
    critPathLaunchType "primary input" \
    status "finished, violations left" \
    p_sw_share_pct 24.56 \
    drt_iter0_drc 3 \
]
==> layout make-up <==
cell class                 count  area (µm²)  area share, %
multi-input combinational    103       794.5          26.52
timing repair buffer         227        2105          70.26
antenna                        1       2.502        0.08354
tap                           75       93.84          3.133
==> what timing repair did <==
item                                    in CTS  in global routing
setup buffers                                8                  4
cloned                                       6                  1
resized                                    454                 82
endpoints found under the setup margin     103                 64
pin swaps                                   67                 34
==> cells by family after synthesis <==
group	count (synthesis)
and+or+nand+nor	103
buffers and inverters	11
==> stage by stage <==
step | power, mW | worst slack (ns)
5_1_grt | 1.133 | -0.1416
6_report | 1.036 | -0.1281
3_3_place_gp | 1.000 | -0.4745
3_5_place_dp | 0.9985 | -0.4707
2_1_floorplan | 0.1646 | 0.2546
4_1_cts | 0.9202 | -0.1896
==> path summary, 6_finish.rpt <==
check,depth (start not counted),endpoint,slack [ns]
worst max-delay path,6,mem_o_wdata_hi[22],-0.13
worst min-delay path,3,mem_o_wdata_lo[15],0.68
==> routing by layer <==
metal | global-route usage [%] | vias to the layer above | part of all wire (%) | routed length (µm)
met4 | 0 | 0 | 0 | 0
met3 | 7.752 | 0 | 15 | 1047
met5 | 0 | - | 0 | 0
li1 | - | 769 | - | -
met1 | 15.14 | 631 | 37 | 2595
met2 | 22.74 | 120 | 48 | 3361
==> cell usage after synthesis, drive strengths merged <==
| cell type | n | share of area [%] |
|---|---|---|
| and2 | 103 | 86 |
| buf | 11 | 14 |
==> critical path, stage by stage <==
cell    delay, ns
buf_12       0.12
buf_12       0.14
buf_16       0.14
buf_6        0.11
and2_4       0.12
buf_6        0.10
==> power by group through the flow <==
stage,clock (mW),sequential (mW),combinational [mW]
CTS,0,0,0.920
global route,0.000000134,0,1.13
finish,0.000000134,0,1.04
Power and IR drop assume default switching activity.
