==> /design/flow/design.v <==
module d_reg
    #(parameter WIDTH=1)
(
    input clk,
    input [WIDTH-1:0] d,
    output reg [WIDTH-1:0] q
);
always @(posedge clk) begin
    q <= #1 d;
end
endmodule
module dr_reg
    #(parameter WIDTH=1)
(
    input clk,
    input rst_,
    input [WIDTH-1:0] d,
    output reg [WIDTH-1:0] q
);
always @(posedge clk) begin
    if (!rst_) begin
        q <= #1 'b0;
    end else begin
        q <= #1 d;
    end
end
endmodule
module den_reg
    #(parameter WIDTH=1)
(
    input clk,
    input en,
    input [WIDTH-1:0] d,
    output reg [WIDTH-1:0] q
);
always @(posedge clk) begin
    if (en) begin
        q <= #1 d;
    end
end
endmodule
module dren_reg
    #(parameter WIDTH=1)
(
    input clk,
    input rst_,
    input en,
    input [WIDTH-1:0] d,
    output reg [WIDTH-1:0] q
);
always @(posedge clk) begin
    if (!rst_) begin
        q <= #1 'b0;
    end else if (en) begin
        q <= #1 d;
    end
end
endmodule
module regfile(
    input clk,
    input rst_,
    input we,
    input [4:0] waddr,
    input [31:0] wdata,
    input re0,
    input [4:0] raddr0,
    output [31:0] rdata0,
    input re1,
    input [4:0] raddr1,
    output [31:0] rdata1,
    input we_hilo,
    input [31:0] wdata_hi,
    input [31:0] wdata_lo,
    input re_hilo,
    output [31:0] rdata_hi,
    output [31:0] rdata_lo
);
reg [31:0] regs [0:31];
reg [31:0] hi_reg;
reg [31:0] lo_reg;
always @(posedge clk) begin
    if (we && (waddr!=0)) begin
        regs[waddr] <= #1 wdata;
    end
end
assign rdata0 = !rst_ ? 'b0:
                !re0  ? 'b0:
                (raddr0=='b0) ? 'b0:
                ((raddr0==waddr) && we) ? wdata:
                                   regs[raddr0];
assign rdata1 = !rst_ ? 'b0:
                !re1  ? 'b0:
                (raddr1=='b0) ? 'b0:
                ((raddr1==waddr) && we) ? wdata:
                                   regs[raddr1];
den_reg #(32) hi_reg_reg(.d(wdata_hi), .q(hi_reg), .en(we_hilo), .*);
den_reg #(32) lo_reg_reg(.d(wdata_lo), .q(lo_reg), .en(we_hilo), .*);
assign rdata_hi = !rst_ ?   'b0:
                  !re_hilo? 'b0:
                         hi_reg;
assign rdata_lo = !rst_ ?   'b0:
                  !re_hilo? 'b0:
                         lo_reg;
endmodule
==> /design/flow/run.sh <==
#!/bin/bash
# OpenROAD 26Q1-2900-gdf79404cd8, Yosys 0.63+post, stock flow scripts
make -C /OpenROAD-flow-scripts/flow DESIGN_CONFIG=/design/flow/config.mk WORK_HOME=/design/flow/orfs finish
==> /design/flow/config.mk <==
export PLATFORM = sky130hd
export DESIGN_NAME = regfile
export DESIGN_NICKNAME = regfile
export VERILOG_FILES = /design/flow/design.v
export SDC_FILE = /design/flow/constraint.sdc
export NUM_CORES = 4
export LEC_CHECK = 1
export CORE_UTILIZATION = 30
==> /design/flow/constraint.sdc <==
current_design regfile

set clk_period 11.4
set clk_io_pct 0.2

create_clock -name clk0 -period $clk_period [get_ports {clk}]

set non_clock_inputs [all_inputs -no_clocks]
set_input_delay [expr $clk_period * $clk_io_pct] -clock clk0 $non_clock_inputs
set_output_delay [expr $clk_period * $clk_io_pct] -clock clk0 [all_outputs]
==> reports/metrics.csv <==
metric;value;unit
die.size.x;417;um
ys_ff;1088;
worstMarginPinSlew;0.885;ns
postSynthCellCount;2911;
total_congestion_overflow_after_global_routing;0;
remaining_drc_errors;0;
max_freq;119;MHz
rsz0062_at_grt;false;
yosys-stat-area;0.0516;mm2
vias_in_the_first_global_route;34043;
cts_tree;done;
wirelength;170000;um
type_of_the_tightest_min_delay_check;input pin to flip-flop;
critical_path.startpoint_type;input pin;
asyncSetResetFlopFracSynth;0;%
report.final.slew_viol_count;0;
fin_setup_tns;0;ns
library_cell_contributing_the_largest_single_delay_on_the_critical_path;sky130_fd_sc_hd__buf_4;
htree_levels;3;
global_route_usage_over_all_layers;20.8;%
drv.max_cap_violation_count;0;
fp-utilization;30.3;%
power;9.18;mW
power_per_cell_area;151;mW/mm2
drt_iter0_markers;2109;
yosysTopAreaCell;sky130_fd_sc_hd__edfxtp_1;
outcome;finished, final reports clean;
cellLeakagePower;19.6;nW
firstDrtPassIters;8;
synth_top_flop_cell;sky130_fd_sc_hd__edfxtp_1;
post-cts-setup-buffers;0;
largest_net_degree_at_the_start_of_global_routing;81;
crit_path_end_kind;output port;
hold_path_depth;1;
timing.final.crit_share;74.0;%
netlist.area_leader.share;63.4;%
netlist.top_cell.by_instances;sky130_fd_sc_hd__edfxtp_1;
cp_data_required_time;9.12;ns
max_slew_margin;41.0;%
detailroute.via_count;31209;
die_h;417;um
netSwitchingPower;2.16;mW
comb_power_share;9.3;%
gp_congestion;0.898;
vdd.ir_drop.worst;145;uV
clk_slew_on_worst_s_h_paths;0.06;ns
numCtsBuffers;117;
finalHoldViolCount;0;
avgSynthCellArea;17.7;um2
ys_cells;2911;
path_cells;buf_6 > buf_4 > xnor2_1 > nand4_1 > buf_4 > or2_2 > buf_4 > a41oi_1 > clkdlybuf4s50_1;
cp_max_fo;48;
edf_count;1088;
yosys.stat.seqShare;63.4;%
post_dp_cell_area;0.0568;mm2
ys_top_cells_by_area;sky130_fd_sc_hd__edfxtp_1, sky130_fd_sc_hd__mux4_2, sky130_fd_sc_hd__mux2i_1;
arrival;6.16;ns
grt_antenna_before_repair;14;
critical-path-max-stage-delay;0.66;ns
intPower;7.02;mW
post_detailed_route_count_of_antenna_violating_nets;0;
critical_path_class;input pin to output port;
setup_viol;0;
netlist_area;0.0516;mm2
top_cells_by_count;sky130_fd_sc_hd__edfxtp_1, sky130_fd_sc_hd__mux2i_1, sky130_fd_sc_hd__mux4_2;
port_buffers;245;
drive_above_1_share;25.9;%
p_clk_share;41.6;%
sw_frac_of_total;23.5;%
pin_count;246;
dp_hpwl;101000;um
sequentialPowerShare;49.1;%
openroad.warnings;26;
chip_area;0.174;mm2
yosys_warnings;2;
wire_per_inst;30.9;um
path_common_cell;sky130_fd_sc_hd__buf_4;
quantity_of_hold_fixing_buffers_added_after_cts;0;
placementRows;151;
syn2layout_area_growth;17.6;%
clockBufferDepth;3;
finalCoreUtilization;35.7;%
coreArea;0.170;mm2
post_drt_via_cell_ratio;5.68;
grt_first_pass_wirelength;243000;um
clock_root_cell;sky130_fd_sc_hd__clkbuf_16;
cts.sinks;1088;
cts.repair.resized;0;
nFillCells;15684;
final_period_minus_worst_setup_slack;8.44;ns
synth_cell_types;41;
layout.cell_area.non_filler;0.0606;mm2
==> final timing paths <==
check / start / endpoint / slack, ns
setup / recovery: raddr1[1] / rdata1[11] / 2.96
hold / removal: we_hilo / lo_reg_reg.q[7] / 1.89
==> placed cells by master, fill, tap and decap left out, types with 26 or more instances in the layout <==
master / synthesis / routed
sky130_fd_sc_hd__nand2_1: 62 / 59
sky130_fd_sc_hd__mux2i_1: 334 / 334
sky130_fd_sc_hd__clkbuf_16: 0 / 117
sky130_fd_sc_hd__conb_1: 1 / 32
sky130_fd_sc_hd__nor2_4: 0 / 33
sky130_fd_sc_hd__buf_4: 34 / 134
sky130_fd_sc_hd__nand3_1: 35 / 35
sky130_fd_sc_hd__edfxtp_1: 1088 / 1088
sky130_fd_sc_hd__a41oi_1: 64 / 64
sky130_fd_sc_hd__a221oi_1: 49 / 49
sky130_fd_sc_hd__a22oi_1: 62 / 62
sky130_fd_sc_hd__mux4_2: 320 / 320
sky130_fd_sc_hd__a221o_1: 49 / 49
sky130_fd_sc_hd__and3_1: 75 / 75
sky130_fd_sc_hd__mux2_2: 158 / 158
sky130_fd_sc_hd__clkdlybuf4s50_1: 0 / 233
sky130_fd_sc_hd__nand2b_1: 54 / 52
sky130_fd_sc_hd__o31ai_1: 64 / 64
sky130_fd_sc_hd__clkinv_1: 1 / 26
sky130_fd_sc_hd__o22ai_1: 65 / 65
==> routing by layer <==
layer | global-route usage (%) | part of all wire [%] | up-vias
li1 | - | - | 12846
met1 | 23.4 | 33 | 15696
met3 | 14.4 | 16 | 434
met2 | 31.7 | 47 | 2214
met5 | 0.389 | 0.098 | -
met4 | 6.89 | 4.4 | 19
==> power by group through the flow <==
stage                 sequential, mW  combinational (mW)  clock [mW]
after CTS                       4.50               0.852        3.89
after global routing            4.51               0.900        4.02
final                           4.50               0.854        3.82
==> sequential cells by signal, summed over array words and instances, names as in the netlist <==
signal / flops
lo_reg_reg.q: 32
regs: 1024
hi_reg_reg.q: 32
==> final cells by class <==
class	count	area (um2)	share of cell area (%)
diodes	1	2.50	0.00413
clock buffers	137	3000	4.95
clock inverters	76	840	1.38
inverters	2	7.51	0.0124
multi-input cells	1590	17800	29.4
flip-flops and latches	1088	32700	53.9
well taps	2218	2780	4.58
repair buffers	380	3500	5.77
==> cell families (layout without fill, tap and decap cells) <==
logic type / count (synthesis) / after routing / synth area share (%)
buffers and inverters: 264 / 595 / 2.85
multiplexers: 821 / 821 / 24.1
AND/OR/NAND/NOR: 282 / 282 / 2.87
AND-OR/OR-AND: 445 / 445 / 6.62
XOR/XNOR: 10 / 10 / 0.170
other: 1 / 33 / 0.00727
flip-flops: 1088 / 1088 / 63.4
==> metrics by stage <==
stage                     setup slack (ns)  cells  hold slack [ns]
after floorplan                       5.36   2942             2.38
after global placement                2.94   5278             2.62
after detailed placement              2.94   5278             2.63
after CTS                             2.96   5491             1.82
after global routing                  2.88   5492             1.86
final                                 2.96   5492             1.89
==> critical path, delay by kind of cell <==
kind	cells	cell delay, ns
AND-OR/OR-AND	1	0.59
buffers and inverters	5	2.32
XOR/XNOR	1	0.19
AND/OR/NAND/NOR	2	0.61
No activity file was given, so power comes from the tool's default toggle rates.
